==> ./design.v <==
module alu  (input [7:0] a,b,
             input [3:0] opcode,
             output reg [7:0] y);
    reg [7:0] o, an, n, x, add, sub, rsn;
    always @* begin
        o <= a | b;
        an <= a & b;
        n <= ~a;
        x <= a ^ b;
        add <= a + b;
        sub <= a - b;
        rsn <= a >> b;
        case (opcode)
            4'h0  :   y <= o;
            4'h1  :   y <= an;
            4'h2  :   y <= n;
            4'h3  :   y <= x;
            4'h4  :   y <= add;
            4'h5  :   y <= sub;
            4'h6  : y <= b;
            4'h7  : y <= rsn;
            default: y <= 8'bZ;
        endcase
    end
endmodule  
module control (input clk, reset, interrupt,
                input [7:0] datamem_data, datamem_address, regfile_out1, 
                input [7:0] regfile_out2, alu_out, usermem_data_in,
                output reg [3:0] alu_opcode,
                output reg [7:0] regfile_data,usermem_data_out,
                output reg [1:0] regfile_read1, regfile_read2, regfile_writereg,
                output reg [7:0] usermem_address, pc_jmpaddr,
                output reg rw, regfile_regwrite, pc_jump, pc_freeze);
    parameter state0 = 3'h0;
    parameter state1 = 3'h1;
    parameter state2 = 3'h2;
    parameter state3 = 3'h3;
    parameter state4 = 3'h4;
    parameter state5 = 3'h5;
    parameter state6 = 3'h6;
    reg [2:0] stage;
    reg [7:0] instruction_c;
    reg [7:0] instruction;
    reg [7:0] sp;
    reg is_onecyc, is_alu;
    reg eq;
    always @(*) begin
        instruction_c <= datamem_data;
        is_alu <= (instruction_c[7:4] <= 4'h7);
        is_onecyc <= (instruction_c[7:4] <= 4'hd);
        alu_opcode <= instruction_c[7:4];
        regfile_read1 <= (stage == state0) ? instruction_c[3:2] : instruction[3:2];
        regfile_read2 <= (stage == state0) ? instruction_c[1:0] : instruction[1:0];
        regfile_writereg <= instruction[1:0];
        eq <= (regfile_out1 == regfile_out2);
		  pc_freeze <= (stage >= state4) ? 1 : 0;
    end
    always @(posedge clk)
        if(interrupt == 1)
        begin
            pc_jump <= 1;
            pc_jmpaddr <= 8'hfd;
            stage <= state2;
        end
        else if(reset == 1)
        begin
            sp <= 0;
            {instruction, regfile_data, usermem_data_out, usermem_address} <= 8'b0;
            {rw, regfile_regwrite} <= 1'b0;
            pc_jump <= 1;
            pc_jmpaddr <= 8'b0;
            stage <= state2;
        end
        else if (stage == state0)
        begin
            rw <= 0;
            instruction <= datamem_data;
            if (is_alu)
            begin
                rw <= 0;
                regfile_regwrite <= 1;
                regfile_data <= alu_out;
                stage <= state0;
            end
            else if (is_alu == 0) begin
                case (instruction_c[7:4])
                    4'h9  :
                    begin
                        pc_jmpaddr <= regfile_out2;
                        regfile_regwrite <= 0;
                        pc_jump <= 1;
                        stage <= state2;
                    end
                    4'ha  :
                    begin
                        rw <= 1;
                        sp <= sp + 1;
                        usermem_address <= sp;
                        usermem_data_out <= datamem_address;
                        pc_jmpaddr <= regfile_out2;
                        regfile_regwrite <= 0;
                        pc_jump <= 1;
                        stage <= state2;
                    end
                    4'hb  :
                    begin
                                if(instruction_c[3:0] == 4'h0) begin
                                    pc_jump <= 1;
                                    sp <= sp - 1;
                                    usermem_address <= sp;
                                    regfile_regwrite <= 0;
                                    stage <= state4;
                                end
                                else if(instruction_c[3:0] == 4'h1) begin
                                    regfile_regwrite <= 1;
                                    regfile_data <= sp;
                                    stage <= state0;
                                end
                                else if(instruction_c[3:0] == 4'h2) begin
                                    sp <= sp - 1;
                                    usermem_address <= sp;
                                    regfile_regwrite <= 1;
                                    regfile_regwrite <= 0;
                                    stage <= state6;
                                end
                                else if(instruction_c[3:0] == 4'h4) begin
                                    regfile_regwrite <= 0;
                                    sp <= regfile_out1;
                                    stage <= state0;
                                end
                                else if(instruction_c[3:0] == 4'h8) begin
                                    rw <= 1;
                                    sp <= sp + 1;
                                    usermem_address <= sp + 1;
                                    usermem_data_out <= regfile_out1;
                                    stage <= state0;
                                end
                    end
                    4'hc  :
                    begin
                        regfile_regwrite <= 0;
                        if(eq)
                        begin
                            stage <= state3;
                        end
                        else 
                            stage <= state0;
                    end
                    4'hd  :
                    begin
                        regfile_regwrite <= 0;
                        if(eq == 0)
                        begin
                            stage <= state3;
                        end
                        else
                            stage <= state0;
                    end
                    default:  stage <= state1;
                endcase
            end
        end
        else if (stage == state1)
        begin
            case (instruction[7:4])
                4'h8  :
                begin
                    rw <= 0;
                    regfile_regwrite <= 1;
                    regfile_data <= datamem_data;
                    stage <= state0;
                end
                4'he  :
                begin
                    rw <= 1;
                    regfile_regwrite <= 0;
                    usermem_address <= datamem_data;
                    usermem_data_out <= regfile_out1;
                    stage <= state0;
                end
                4'hf  :
                begin
                    rw <= 0;
                    usermem_address <= datamem_data;
                    regfile_regwrite <= 1;
                    stage <= state5;
                end
            endcase
        end
        else if(stage == state2)
        begin
            rw <= 0;
            instruction <= datamem_data;
            pc_jump <= 0;
            stage <= state0;
        end
        else if(stage == state3)
        begin
            if(is_onecyc)
                stage <= state0;
            else
                stage <= state2;
        end
        else if(stage == state4)
        begin
            rw <= 0;
            pc_jmpaddr <= usermem_data_in;
            stage <= state2;
        end
        else if(stage == state5)
        begin
            instruction <= datamem_data;
            regfile_data <= usermem_data_in;
            stage <= state0;
        end
        else if(stage == state6)
        begin
            instruction <= datamem_data;
            regfile_data <= usermem_data_in;
            stage <= state0;
        end
endmodule  
module cpu(input clk, reset, interrupt,
           input [7:0] datamem_data, usermem_data_in,
           output [7:0] datamem_address, usermem_address, usermem_data_out,
           output rw);
    wire [1:0] regfile_read1, regfile_read2, regfile_writereg; 
    wire [7:0] pc_jumpaddr, regfile_data, regfile_out1, regfile_out2;
    wire [7:0] alu_out;
    wire [3:0] alu_opcode;
    pc pc0(clk, reset, pc_jump, pc_freeze, pc_jumpaddr, datamem_address);
    regfile reg0(regfile_read1, regfile_read2, regfile_writereg,
                 regfile_data, clk,  regfile_regwrite,
                 regfile_out1, regfile_out2);
    alu alu0(regfile_out1, regfile_out2, alu_opcode, alu_out);
    control cntrl0(clk, reset, interrupt, datamem_data, datamem_address, regfile_out1, regfile_out2,
                   alu_out, usermem_data_in, alu_opcode, 
                   regfile_data, usermem_data_out, regfile_read1, regfile_read2,
                   regfile_writereg, usermem_address,
                   pc_jumpaddr, rw, regfile_regwrite,
                   pc_jump, pc_freeze); 
endmodule  
module pc(input clk, reset, jump, freeze,
        input [7:0] jmpaddr,
        output reg[7:0] data);
    always @(posedge clk) begin
        if (reset == 1)
            data <= 8'b0;
        else if (reset == 0)
        begin
            if (jump == 1)
                data <= jmpaddr;
            else
                data <= freeze? data : data + 1;
        end
    end
endmodule  
module regfile (input [1:0] readreg1, readreg2, writereg,
                input [7:0] data,
                input clk, regwrite,
                output [7:0] read1, read2);
    reg [7:0] registerfile [3:0];
    initial begin
        registerfile[2'd0] <= 8'b0;
        registerfile[2'd1] <= 8'b0;
        registerfile[2'd2] <= 8'b0;
        registerfile[2'd3] <= 8'b0;
    end 
    always @(posedge clk) begin
        if(regwrite == 1)
            registerfile[writereg] <= data;
    end
    assign read1 = (regwrite && readreg1 == writereg)? data: registerfile[readreg1];
    assign read2 = (regwrite && readreg2 == writereg)? data: registerfile[readreg2];
endmodule  
==> ./run.sh <==
#!/bin/bash
# OpenROAD 26Q1-2900-gdf79404cd8, Yosys 0.63+post, stock flow scripts
make -C /OpenROAD-flow-scripts/flow DESIGN_CONFIG=/design/flow/config.mk WORK_HOME=/design/flow/orfs finish
==> ./config.mk <==
export PLATFORM = sky130hd
export DESIGN_NAME = cpu
export DESIGN_NICKNAME = cpu
export VERILOG_FILES = /design/flow/design.v
export SDC_FILE = /design/flow/constraint.sdc
export NUM_CORES = 4
export LEC_CHECK = 1
export CORE_UTILIZATION = 40
==> ./constraint.sdc <==
current_design cpu

set clk_period 6.2
set clk_io_pct 0.2

create_clock -name clk0 -period $clk_period [get_ports {clk}]

set non_clock_inputs [all_inputs -no_clocks]
set_input_delay [expr $clk_period * $clk_io_pct] -clock clk0 $non_clock_inputs
set_output_delay [expr $clk_period * $clk_io_pct] -clock clk0 [all_outputs]
==> results.py <==
# Generated from Yosys and OpenROAD reports
metrics = {
    "status": {
        "outcome": "completed",
    },
    "floorplan": {
        "dieArea_um2": 19200,
        "die_h_um": 138,
        "ios": 44,
        "die_x_um": 138,
        "core_um2": 18100,
        "fp-utilization_pct": 41.2,
        "num_rows": 49,
    },
    "detailed_routing": {
        "vias_per_cell": 5.98,
        "drt_iter0_drc": 691,
        "wire_per_inst_um": 21.4,
        "vias": 6715,
        "dr.pass1.iters": 22,
        "wl_um": 24000,
        "diodes": 0,
        "drc": 0,
        "antenna_left": 0,
    },
    "setup_path": {
        "setup.worst_path.class": "in2reg",
        "critPathLaunchType": "input port",
        "critPathArrivalTime_ns": 5.21,
        "end_kind": "flip-flop",
        "rrSetupSlack_ns": 1.77,
        "rr_endpoint": "cntrl0.regfile_data[7]",
        "r2r_start": "cntrl0.stage[1]",
        "required_ns": 6.28,
        "crit_fanout": 13,
        "rr_worst_depth": 16,
    },
    "cts": {
        "cts_tree": "done",
        "clock_latency_ns": 0.35,
        "cts_root_buffer": "clkbuf_16",
        "cts_hold_buffers": 0,
        "cts_num_sinks": 98,
        "ctsResizeCount": 0,
        "cts_max_path_buffers": 2,
        "post_cts_buffers": 0,
        "cts-htree-levels": 3,
        "clk_pin_slew_ns": 0.07,
        "cts_made_buffers": 9,
    },
    "timing": {
        "skew_ns": 0.00813,
        "fin_crit_ns": 5.12,
        "fin_crit_sh_pct": 82.7,
        "timing.setup.tns_ns": 0,
        "rsz0062_at_grt": "no",
        "maxSlewViolCount": 0,
        "hold_viol": 0,
        "worst_slack_ns": 1.08,
        "setup_viol": 0,
        "worst_slew_pin_slew_ns": 0.818,
        "hold_ws_ns": 0.493,
        "max_slew_margin_pct": 45.4,
        "clock.fmax_mhz": 195,
    },
    "cells_and_area": {
        "finalNonFillerCells": 1122,
        "final_util_pct": 46.8,
        "area_delta_synth_final_pct": 13.6,
        "layout-drive-gt1-share_pct": 8.85,
        "lay_top_cells": "118 x nor2_1, 74 x edfxtp_1, 72 x nand2_1",
        "layout_top_cell": "nor2_1",
    },
    "global_route": {
        "grt_use_total_pct": 26.6,
        "antenna_found_initial": 0,
        "grt_pass1_wl_um": 37900,
        "grt_pass1_vias": 6431,
        "grt_overflow": 0,
        "grt_max_degree": 55,
    },
    "synthesis": {
        "synthTopCellsByArea": "edfxtp_1 30%, dfxtp_1 6.5%, nor2_1 5.9%",
        "ys_area_um2": 7450,
        "ys_cells": 862,
        "synth_cells": 862,
        "ys.flops": 98,
        "yosys_warnings": 8,
        "ys_seq_share_pct": 36.3,
        "async_flop_share_pct": 0,
        "synth_area_per_cell_um2": 8.64,
        "synth-edff-count": 74,
        "synth-main-ff-cell": "edfxtp_1",
        "synth_area_um2": 7450,
        "top_cell_area_share_pct": 29.8,
        "synth_cell_types": 76,
        "synth_top_cell_by_area": "edfxtp_1",
    },
    "power_and_ir_drop": {
        "total_leakage_power_nw": 3.09,
        "ir_worst_vdd_mv": 0.130,
        "p_per_area_nw_per_um2": 231,
    },
    "placement": {
        "gp_congestion": 0.984,
        "dp.cells": 1106,
        "place.port_buffers": 43,
        "dp_slack_ns": 0.762,
        "hpwl_um": 17100,
    },
    "hold_path": {
        "worstHoldPathCells": 2,
        "hp-class": "reg2reg",
        "holdPathEnd": "pc0.data[5]",
        "min_from": "cntrl0.pc_jmpaddr[5]",
    },
    "flow_run": {
        "tool_warnings": 38,
        "drv_cap": 0,
    },
}
==> metrics by stage <==
step | area (um2) | power [mW]
after global routing | 8460 | 2.04
after detailed placement | 8170 | 1.40
after CTS | 8460 | 1.95
after global placement | 8170 | 1.41
after floorplan | 7450 | 1.20
final | 8460 | 1.95
==> synth_stat cells (6+ instances only) <==
cell type / instances
nand2b_1: 11
nor2_1: 118
a21oi_1: 67
inv_1: 25
edfxtp_1: 74
xnor2_1: 21
a21o_1: 6
ha_1: 26
a221oi_1: 6
mux2_2: 7
o22ai_1: 14
nor2b_1: 20
nand3_1: 12
a22oi_1: 6
nand2_1: 72
o211ai_1: 6
dfxtp_1: 24
a211oi_1: 25
nor3_1: 23
clkbuf_1: 51
mux2i_1: 44
xor2_1: 18
nor4_1: 6
o21ai_0: 46
o21bai_1: 12
buf_1: 8
==> area by class of cell <==
class,instances,area (um2)
Fill cell,1718,9630
Multi-Input combinational cell,669,4360
Sequential cell,98,2700
Timing Repair Buffer,81,711
Tap cell,229,287
Clock buffer,10,239
Inverter,29,111
Clock inverter,6,47.5
==> logic make-up after synthesis <==
| family | after synthesis | synth area share [%] |
|---|---|---|
| AND-OR/OR-AND | 247 | 22.6 |
| adder cells (fa/ha/maj) | 26 | 4.37 |
| buffers and inverters | 95 | 5.17 |
| XOR/XNOR | 39 | 4.59 |
| multiplexers | 56 | 8.30 |
| flip-flops | 98 | 36.3 |
| AND/OR/NAND/NOR | 301 | 18.7 |
==> sequential cells by signal, summed over array words and instances, names as in the netlist <==
signal	count
reg0.registerfile	32
cntrl0.instruction	8
cntrl0.pc_jmpaddr	8
cntrl0.regfile_data	8
cntrl0.sp	8
cntrl0.usermem_address	8
cntrl0.usermem_data_out	8
pc0.data	8
cntrl0.stage	7
cntrl0.pc_jump	1
cntrl0.regfile_regwrite	1
cntrl0.rw	1
==> how the worst max path moves through the flow <==
stage / from / end / slack, ns / depth (start not counted)
4_1_cts: datamem_data[1] / cntrl0.regfile_data[7] / 1.12 / 15
6_report: datamem_data[1] / cntrl0.regfile_data[7] / 1.08 / 15
5_1_grt: datamem_data[1] / cntrl0.regfile_data[7] / 0.72 / 15
==> per-layer routing <==
layer	track usage [%]	vias up	wire, um
li1	-	3219	-
met1	41.8	3191	11000
met2	39.5	264	10700
met3	5.61	41	1830
met4	4.49	0	418
met5	0.752	-	0
==> critical path, cell delays in order <==
cell	delay, ns
clkdlybuf4s50_1	0.72
xor2_1	0.26
o21ai_0	0.26
nand2_1	0.34
o21bai_4	0.41
inv_4	0.13
ha_1	0.41
a21oi_1	0.28
o21ai_0	0.23
a21o_1	0.22
a21oi_1	0.16
xnor2_1	0.13
nor2_1	0.06
a311oi_1	0.20
o221ai_1	0.15
==> power by group <==
| group | switching [mW] | leakage (nW) | total, mW | internal, mW |
|---|---|---|---|---|
| combinational | 0.374 | 2.06 | 0.620 | 0.246 |
| sequential | 0.0354 | 0.899 | 0.779 | 0.744 |
| clock | 0.266 | 0.133 | 0.553 | 0.287 |
| total | 0.676 | 3.09 | 1.95 | 1.28 |
Power is estimated from default activity; no workload was simulated.
